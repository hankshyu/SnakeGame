$ cat ./config.mk
export PLATFORM = sky130hd
export DESIGN_NAME = debounce
export DESIGN_NICKNAME = debounce
export VERILOG_FILES = /design/flow/design.v
export SDC_FILE = /design/flow/constraint.sdc
export NUM_CORES = 4
export LEC_CHECK = 1
export CORE_AREA = 10 10 98 98
export DIE_AREA = 0 0 108 108
$ cat ./constraint.sdc
current_design debounce

set clk_period 2.9
set clk_io_pct 0.2

create_clock -name clk0 -period $clk_period [get_ports {clk}]

set non_clock_inputs [all_inputs -no_clocks]
set_input_delay [expr $clk_period * $clk_io_pct] -clock clk0 $non_clock_inputs
set_output_delay [expr $clk_period * $clk_io_pct] -clock clk0 [all_outputs]
$ cat ./design.v
`timescale 1ns / 1ps
module debounce(input clk,
                input btn_input,
                output btn_output);
    parameter DE_BOUNCE_CYCLE = 15_000_000 ;  
    reg[$clog2(DE_BOUNCE_CYCLE):0] debounce_counter;
    wire debounce_counter_expire;
    localparam ZERO        = 0;
    localparam ZERO_TO_ONE = 1;
    localparam ONE         = 2;
    localparam ONE_TO_ZERO = 3;
    reg [1:0] current_state,next_state;
    initial begin
        {current_state[1],current_state[0]} <= {1'b0,1'b0};
    end
    always @(posedge clk) begin
        current_state <= next_state;
    end
    always @(*) begin
        case(current_state)
            ZERO: next_state       = (btn_input)?ZERO_TO_ONE:ZERO;
            ZERO_TO_ONE: next_state = (debounce_counter_expire)?ONE:ZERO_TO_ONE;
            ONE: next_state         = (!btn_input)?ONE_TO_ZERO:ONE;
            ONE_TO_ZERO: next_state = (debounce_counter_expire)?ZERO:ONE_TO_ZERO;
        endcase
    end
    always @(posedge clk) begin
        case(current_state)
            ZERO: debounce_counter<=0;
            ZERO_TO_ONE:debounce_counter<=debounce_counter+1;
            ONE:debounce_counter<=0;
            ONE_TO_ZERO:debounce_counter<=debounce_counter+1;
        endcase
    end
    assign debounce_counter_expire = (debounce_counter >= DE_BOUNCE_CYCLE);
    assign btn_output = (current_state == ZERO_TO_ONE || current_state == ONE);
endmodule
$ cat ./run.sh
#!/bin/bash
# OpenROAD 26Q1-2900-gdf79404cd8, Yosys 0.63+post, stock flow scripts
make -C /OpenROAD-flow-scripts/flow DESIGN_CONFIG=/design/flow/config.mk WORK_HOME=/design/flow/orfs finish
==> flow_metrics.py <==
# Physical implementation metrics
metrics = {
    "sta": {
        "fmax_ghz": 0.492,
        "fin_crit_ns": 2.03,
        "hold_viol": 0,
        "skew_ns": 0.00862,
        "setup_ws_ns": 0.867,
        "final_max_slew_viol_count": 0,
        "tightest_slew_ns": 0.414,
        "maxSlewHeadroom_pct": 72.4,
        "setup_tns_ns": 0,
        "hold_ws_ns": 0.465,
        "grt_setup_unrepaired": "no",
        "setup_viol": 0,
        "period_used_pct": 70.1,
    },
    "die": {
        "chipArea_sq_um": 11700,
        "die_h_um": 108,
        "initCoreUtil_pct": 18.1,
        "design.core.area_sq_um": 7650,
        "die_x_um": 108,
        "floorplan.rows": 32,
        "ioPinCount": 3,
    },
    "clock_network": {
        "cts_buffer_depth": 2,
        "numCtsBuffers": 3,
        "insertion_delay_ns": 0.28,
        "cts-root-buf": "clkbuf_8",
        "post_cts_resize_count": 0,
        "htree_levels": 1,
        "cts_tree": "done",
        "ctsHoldBuffers": 0,
        "post_cts.repair.setup_buffers": 0,
        "cts.reportedPaths.clkPinSlew_ns": 0.10,
        "cts.sinks": 27,
    },
    "worst_setup_path": {
        "cp_num_buf_inv": 2,
        "path_cells": "inv_1, ha_1, clkdlybuf4s50_1",
        "endpoint_kind": "output pin",
        "cp-start-kind": "flip-flop",
        "cpMaxStageDelayCell": "clkdlybuf4s50_1",
        "path_class": "reg -> out",
        "crit_arrival_ns": 1.45,
        "slowest_delay_ns": 0.46,
        "critPathRequiredTime_ns": 2.32,
        "worstPathMaxFanout": 3,
        "crit_family": "buffers and inverters",
    },
    "route": {
        "top_layer": "met4",
        "wl_met1_um": 1220,
        "viasPerCell": 4.25,
        "drtPass1Iterations": 4,
        "num_vias": 1100,
        "num_antenna_cells": 0,
        "routedWlPerCell_um": 9.36,
        "drt-total-wl_um": 2430,
        "drc": 0,
        "first_iter_violations": 51,
        "met3_length_um": 80,
        "ant_nets": 0,
        "dr_wl_met2_um": 1120,
    },
    "placed_design": {
        "portBuffers": 2,
        "gp_congestion": 0.750,
        "pre_cts_ws_ns": 1.02,
        "dp_hpwl_um": 1670,
    },
    "yosys": {
        "synth-adder-area-share_pct": 5.41,
        "yosysWarnings": 1,
        "ys_area_sq_um": 1390,
        "synthXorXnorAreaFrac_pct": 6.94,
        "yosys.area_share.aoi_pct": 15.5,
        "synth_cell_type_count": 37,
        "ys_async_sr_fraction_pct": 0,
        "ff_type": "dfxtp_1",
        "mux_share_pct": 0,
        "logic_family": "simple AND/OR/NAND/NOR gates",
        "syn_inst": 159,
        "synth_area_per_cell_sq_um": 8.73,
        "synth_seq_share_pct": 39.0,
        "area_leaders": "dfxtp_1, ha_1, xor2_1",
        "edf_count": 0,
        "top_area_cell": "dfxtp_1",
        "top_cell_area_share_pct": 39.0,
        "synth_stat.cells": 159,
        "simple_gate_share_pct": 28.1,
        "syn_area_sq_um": 1390,
        "ys_seq_elements": 27,
    },
    "global_route": {
        "grt_pass1_vias": 965,
        "grt_max_degree": 23,
        "antenna_found_initial": 0,
        "grt_usage_pct": 4.24,
        "grt_pass1_wl_um": 4270,
        "grt.overflow.total": 0,
    },
    "flow_run": {
        "warnings": 30,
        "drv_cap": 0,
    },
    "cells_and_area": {
        "nFillCells": 828,
        "area_growth_pct": 11.9,
        "drive_above_1_share_pct": 6.37,
        "lay_top_count": "dfxtp_1",
        "flop_area_sq_um": 541,
        "comb_area_sq_um": 777,
        "mostFrequentLayoutCells": "dfxtp_1, nor2_1, a21oi_1, nand3_1, nand2_1",
    },
    "power": {
        "p_leak_uw": 0.000583,
        "ir_worst_vdd_uv": 362,
        "powerDensity_nw_per_um2": 546,
    },
    "outcome": {
        "status": "completed",
    },
    "min_path": {
        "hold_class": "reg -> reg",
    },
}
cells in the mapped netlist, types with 2 or more instances:
master	instances
and2_1	4
inv_1	8
or4_1	8
o31ai_1	7
ha_1	6
dfxtp_1	27
a21oi_1	11
clkbuf_1	4
nand3_1	9
buf_2	5
xnor2_1	4
and3_1	4
nor2_1	14
o21ai_0	2
nand2_1	9
xor2_1	7
nand4_1	6
and4_1	3
or3_1	3
path summary, 6_finish.rpt:
check | from | to | slack, ns | cells past startpoint
max | current_state[1] | btn_output | 0.87 | 3
min | debounce_counter[0] | debounce_counter[0] | 0.46 | 1
max reg2reg | debounce_counter[2] | debounce_counter[24] | 0.97 | 4
min reg2reg | debounce_counter[0] | debounce_counter[0] | 0.46 | 1
flip-flops by register name, summed over array words and instances (netlist names):
| register | flops |
|---|---|
| debounce_counter | 25 |
| current_state | 2 |
metal layers:
metal	vias to the layer above	GRT usage, %
met5	-	0
met4	0	0.191
met3	2	0.964
met2	12	6.94
met1	509	5.90
li1	577	-
report_power, final:
group | internal, uW | switching (uW) | total, uW
registers | 401 | 25.3 | 426
logic | 76.3 | 118 | 195
clock network | 101 | 127 | 228
total | 578 | 270 | 848
cell families (layout without fill, tap and decap cells):
| logic type | Yosys count | count (layout) |
|---|---|---|
| AOI/OAI and AO/OA | 31 | 31 |
| buffers and inverters | 17 | 15 |
| DFF | 27 | 27 |
| xor gates and xnor gates | 11 | 11 |
| and+or+nand+nor | 67 | 67 |
| adders and majority gates | 6 | 6 |
cell type report:
class / instances / share of cell area (%)
multi-input combinational: 115 / 50.0
sequential: 27 / 34.8
tap: 102 / 8.22
clock buffer: 3 / 2.66
inverter: 8 / 1.93
timing repair buffer: 3 / 1.77
clock inverter: 1 / 0.564
stage by stage:
| step | total power (uW) | utilization (%) | std cells | cell area (sq um) |
|---|---|---|---|---|
| 4_1_cts | 862 | 20.3 | 259 | 1550 |
| 3_3_place_gp | 632 | 19.6 | 255 | 1500 |
| 6_report | 848 | 20.3 | 259 | 1550 |
| 2_1_floorplan | 568 | - | 159 | 1390 |
| 3_5_place_dp | 633 | 19.6 | 255 | 1500 |
| 5_1_grt | 900 | 20.3 | 259 | 1550 |
Power and IR drop assume default switching activity.
